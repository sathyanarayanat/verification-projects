File: flow/run.sh
#!/bin/bash
# OpenROAD 26Q1-2900-gdf79404cd8, Yosys 0.63+post, stock flow scripts
make -C /OpenROAD-flow-scripts/flow DESIGN_CONFIG=/design/flow/config.mk WORK_HOME=/design/flow/orfs finish
File: flow/constraint.sdc
current_design spi_master

set clk_period 4.8
set clk_io_pct 0.2

create_clock -name clk0 -period $clk_period [get_ports {clk}]

set non_clock_inputs [all_inputs -no_clocks]
set_input_delay [expr $clk_period * $clk_io_pct] -clock clk0 $non_clock_inputs
set_output_delay [expr $clk_period * $clk_io_pct] -clock clk0 [all_outputs]
File: flow/config.mk
export PLATFORM = sky130hd
export DESIGN_NAME = spi_master
export DESIGN_NICKNAME = spi_master
export VERILOG_FILES = /design/flow/design.v
export SDC_FILE = /design/flow/constraint.sdc
export NUM_CORES = 4
export LEC_CHECK = 1
export CORE_UTILIZATION = 50
File: flow/design.v
module spi_master(
	input clk,newd,rst,
  	input [11:0] din,
  	output reg sclk,cs,mosi
);
  int count_sclk = 0;
  int count = 0;
  always@(posedge clk) begin
    if(rst)begin
      count_sclk <=0;
      sclk <= 1'b0;
    end
    else begin
      if(count_sclk<10) begin
        count_sclk = count_sclk +1;
      end
      else begin
        count_sclk <= 0;
        sclk <= ~sclk;
      end
    end
  end
    typedef enum {idle,send} state_variable;  
    state_variable state ;
    reg [11:0] temp;
    always@(posedge sclk) begin
      if(rst) begin
        cs <= 1'b1;
        mosi <= 1'b0;
      end
      else begin
        case(state)
          idle : begin
            if(newd)begin 
              state <= send;
              temp <= din;
              cs<=1'b0;  
            end
            else begin 
              state <= idle;
              temp <= 8'd0;
            end
          end
          send : begin 
            if(count<=11) begin
              mosi = temp[count];  
              count = count +1;
            end
            else begin
              count<=0;
              cs = 1'b1;
              state<= idle;
              mosi <= 1'b0;
            end
          end
          default : state <= idle;
        endcase
      end
      end
endmodule
interface spi_if;
	logic clk;
 	logic rst;
	logic newd;
  	logic [11:0] din;
  	logic sclk;
  	logic cs;
  	logic mosi;
endinterface
==> summary.txt <==
Status of the implementation.

- The run finished with clean final reports.
- The area enclosed by the die boundary is approximately 8200 um^2, for reference.
- During I/O placement, the number of pins put on the boundary was 18.
- In this build the clock could be raised as far as roughly 400 MHz.
- In the CTS report, the clock slew at the register clock pins of the worst setup and hold paths is listed as 60 ps.
- The via count of the first global-routing pass is ~2.6k, for reference.
- The share of Yosys cell area claimed by the top area cell type is 0.3374, for reference.
- The post-synthesis instance area is between 3000 and 4000 um^2, for reference.
- The count of buffers from port buffering is 17, for reference.
- The power density normalized to cell area is around 120 nW/um^2, for reference.
- Counting flops with a built-in enable in the synthesized netlist gives between 40 and 50.
- The most frequent logic cell in the layout is sky130_fd_sc_hd__nor2_1, for reference.
- The level count of the clock H-tree is 2, for reference.
- The normalized max-slew margin is 0.4347, for reference.
- The internal power is roughly 0.0004 W, for reference.
- The area of the core region is about 7400 um^2, for reference.
- Sorting the synthesized cells by area gives the leading types as sky130_fd_sc_hd__edfxtp_1, sky130_fd_sc_hd__dfxtp_1, sky130_fd_sc_hd__xor2_1.
- The cts-stage hold buffer count is 0, for reference.
- The critical path class is register to primary output, for reference.
- The routed via count is between 2k and 3k, for reference.
- The share of total power dissipated in sequential elements is 0.556.
- The proportion of register bits with asynchronous set or reset after synthesis is 0, for reference.
- Warnings reported by Yosys during synthesis add up to 1.
- The peak ir drop on the vdd network is 0.1826 mV, for reference.
- The register bit count reported by yosys is 81, for reference.
- Post-route period utilization is reported as 0.5171.
- In this run the critical path is formed by buf_4, clkdlybuf4s50_1.
- In this run, post-CTS repair resized a total of 0 instances.
- The maximum fanout count along the critical path is 50, for reference.
- Per the detail_route report, vias per standard cell equal roughly 5.4.
- The number of CTS-inserted buffers is 5, for reference.
- The number of gates on the worst path with buffers counted is 2, for reference.
- In the routed design, unresolved DRC markers number 0.
- The switching component of the power was reported as 0.0001103 W.
- The final tally of setup violations is 0, for reference.
- The count of nets left with antenna violations after detail routing is 0, for reference.
- The slowest stage of the critical path belongs to the cell sky130_fd_sc_hd__clkdlybuf4s50_1.
- The iteration tally of the first detailed-router pass is 4, for reference.
- For this block, the initial DRC count from the detailed router was roughly 120.
- The transition time at the pin with the least slew margin is between 800 and 900 ps, for reference.
- For the completed layout, the total cell area is recorded as 4299 um^2.
- In this run the worst hold path is classified as register to register.
- According to the Yosys statistics, the synthesized design has a chip area of 3916 um^2.
- The area of all sequential standard cells is slightly above 2000 um^2, for reference.
- The endpoint kind of the worst setup timing path is a primary output, for reference.
- The count of instantiated cells in the yosys netlist is between 300 and 400, for reference.
- The family with the most delay on the worst path is buffers and inverters, for reference.
- The final hold violation count is 0, for reference.
- Among all stages on the critical path, the maximum delay recorded is 540 ps.
- The number of maximum-capacitance violations recorded for the run is 0.
- The die boundary height is roughly 91 um, for reference.
- Per the layout area report, the combinational gate area comes to around 1800 um^2.
- The routed design ends up with an antenna cell count of 0.
- The total cell area at the placement stage is between 4000 and 5000 um^2, for reference.
- In the final timing run, aggregate negative setup slack is 0 ps.
- No sink is reached through more buffers than the 2 on the longest clock path.
- The clock latency of the later-clocked register in the worst-skew pair is 280 ps, for reference.
- The synthesized instance count is a little under 400.
- The main flop type is sky130_fd_sc_hd__edfxtp_1, for reference.
- The count of endpoints without a timing constraint is about 94, for reference.
- Compared with the post-synthesis result, the final layout area differs by 9.776%.
- In this run, distinct cell masters in the synthesized netlist total 38.
- Looking at the reg2reg group, the worst path starts from count_sclk[0].
- Per STA, the startpoint of the critical path is sclk.
- Per the post-run analysis, buffers plus inverters along the critical path come to 2.
- Note, the detailed placer reported a final HPWL of between 4 and 5 mm.
- The data arrival time of the worst path is around 1500 ps, for reference.
- Summed over all instances, the cell type with the most area after synthesis is sky130_fd_sc_hd__edfxtp_1.
- Counting the fill cells in the layout gives around 600.
- Looking at hold timing, the worst path starts from count_sclk[0].
- The die outline width is about 90 um, for reference.
- The script logs the mean routed wire length per placed instance as 13.55 um.
- Across all stage logs, warnings added up to 25.
- Summed over all cells, the static leakage comes to ~1.4 nW.
- The floorplan step records an initial core utilization of 0.5286.
- In this run the post-CTS setup repair buffer count came out at 0.
- The root buffer cell chosen for the clock tree is sky130_fd_sc_hd__clkbuf_8.
- The initialized floorplan defines 31 standard-cell rows.
- Setup repair after global routing left no endpoint under its margin.
- The overall track demand over capacity in global routing is 0.1877, for reference.
- Leaving out fill and tap cells, the most frequent cells in the layout are sky130_fd_sc_hd__nor2_1, sky130_fd_sc_hd__edfxtp_1, sky130_fd_sc_hd__xor2_1.
- TritonCTS built the clock tree.
- For reference, the final report shows the max-slew violation count at 0.
- Summed over all layers, the routed wires come to 6.871 mm.
- Counting cells, the worst reg-to-reg path comes to 6.
- The timer found between 40 and 50 register pins that no clock reaches; their paths are not timed.
- The share of total power in the clock network is 0.381, for reference.
- The proportion of layout cells with a drive suffix above 1 is 0.04902, for reference.
- The number of antenna violations at the first check in global routing is 0.
- The mean area per synthesized cell is around 10 um^2, for reference.
- The final weighted congestion in routability-driven placement is roughly 0.83, for reference.
- The maximum number of pins on one net before global-route repair is 51, for reference.
- Counting instances, the worst hold path has a depth of 1.
- Clock skew on the completed layout was measured at slightly below 3 ps.
- The post-synthesis sequential area ratio is 0.5265, for reference.
- The power report attributes to the combinational group a share of 0.063.
- The data required time at the worst endpoint is between 3000 and 4000 ps, for reference.
- STA classifies the critical path startpoint as a register.
- The first-pass GRT wire length is 12.08 mm, for reference.
- For the finished layout, the period the worst path requires is approximately 2500 ps.
- The total overflow left after global routing is 0.
- Of the total power, the share spent switching nets is 0.2154.
final cells by class:
| cell class | count | share of cell area |
|---|---|---|
| clock buffer | 8 | 0.01863 |
| inverter | 6 | 0.005239 |
| multi-input combinational | 289 | 0.4159 |
| sequential | 81 | 0.4796 |
| tap | 99 | 0.02881 |
| timing repair buffer | 24 | 0.05180 |
Yosys cell counts, types with 6 or more instances:
cell and n:
sky130_fd_sc_hd__a21oi_1 6, sky130_fd_sc_hd__and2_1 16, sky130_fd_sc_hd__and3_1 6, sky130_fd_sc_hd__and4_1 6, sky130_fd_sc_hd__clkbuf_1 13, sky130_fd_sc_hd__dfxtp_1 37, sky130_fd_sc_hd__edfxtp_1 44, sky130_fd_sc_hd__inv_1 6
sky130_fd_sc_hd__nand2_1 20, sky130_fd_sc_hd__nand3_1 25, sky130_fd_sc_hd__nand4_1 22, sky130_fd_sc_hd__nor2_1 71, sky130_fd_sc_hd__nor3_1 9, sky130_fd_sc_hd__nor4_1 13, sky130_fd_sc_hd__o21ai_0 6, sky130_fd_sc_hd__xnor2_1 15
sky130_fd_sc_hd__xor2_1 40
state kept, by name, indices dropped and copies added, names as in the netlist:
register    count
count_sclk     32
temp           12
count          32
sclk            1
mosi            1
state           2
cs              1
worst paths after layout:
path               endpoint  slack, ps
max reg2reg  count_sclk[30]       2700
min           count_sclk[0]        470
min reg2reg   count_sclk[0]        470
max                    sclk       2320
layer usage:
metal | GRT usage | wire length (um) | share of wire
met5 | 0 | 0 | 0
met4 | 0.01747 | 85 | 0.012
met1 | 0.3077 | 3375 | 0.49
met2 | 0.3074 | 3269 | 0.48
met3 | 0.01197 | 140 | 0.020
power groups by stage:
| stage | Combinational (W) | Sequential, W | Clock, W |
|---|---|---|---|
| CTS | 0.0000333 | 0.000285 | 0.000202 |
| global route | 0.0000367 | 0.000285 | 0.000215 |
| finish | 0.0000325 | 0.000285 | 0.000195 |
cells by family after synthesis:
group                      Yosys count  share of synthesized area
DFF                                 81                     0.5265
buffers and inverters               20                    0.01949
adders and majority gates            2                   0.006389
xor gates and xnor gates            55                     0.1230
AOI/OAI and AO/OA                   22                    0.03546
and+or+nand+nor                    207                     0.2751
muxes                                3                    0.01406
through the flow:
| step | hold WS, ps | power [W] | worst slack [ps] | std cells | util |
|---|---|---|---|---|---|
| 2_1_floorplan | 429.7 | 0.0003072 | 2938 | 390 | - |
| 3_3_place_gp | 443.6 | 0.0003234 | 2538 | 499 | 0.5695 |
| 3_5_place_dp | 465.3 | 0.0003241 | 2500 | 499 | 0.5695 |
| 4_1_cts | 478.7 | 0.0005203 | 2289 | 507 | 0.5803 |
| 5_1_grt | 504.5 | 0.0005364 | 2225 | 507 | 0.5803 |
| 6_report | 470.2 | 0.0005123 | 2318 | 507 | 0.5803 |
No activity file was given, so power comes from the tool's default toggle rates.
