### flow/config.mk
export PLATFORM = sky130hd
export DESIGN_NAME = uart_top
export DESIGN_NICKNAME = uart_top
export VERILOG_FILES = /design/flow/design.v
export SDC_FILE = /design/flow/constraint.sdc
export NUM_CORES = 4
export LEC_CHECK = 1
export CORE_UTILIZATION = 50
### flow/constraint.sdc
current_design uart_top

set clk_period 4.0
set clk_io_pct 0.2

create_clock -name clk0 -period $clk_period [get_ports {clk}]

set non_clock_inputs [all_inputs -no_clocks]
set_input_delay [expr $clk_period * $clk_io_pct] -clock clk0 $non_clock_inputs
set_output_delay [expr $clk_period * $clk_io_pct] -clock clk0 [all_outputs]
### flow/design.v
module uartrx #(parameter clk_freq = 1000000 , parameter baud_rate = 9600)
(
input clk , rst, 
input rx,
output reg [7:0] datarx,
output reg donerx,
output reg par_bit ,
output reg st_bit
);
parameter idle = 2'b00;
parameter receive = 2'b01;
localparam clkcount = clk_freq/baud_rate;
reg uclk;  
reg [1:0] state = idle;
integer count = 0;
integer bit_count = 0;
always@(posedge clk) begin
if(count<clkcount/2)
		count <= count +1;
	else begin
		count <= 0;
		uclk = ~ uclk;
	end
end
always@(posedge uclk)begin
	if(rst) 
		state <= idle;
	else begin
		case(state)
		idle : begin
			datarx <= 8'h00;
			bit_count <=0;
			donerx <=0;
			if(!rx)
			state <= receive ;
			else 
			state <= idle;
		end
		receive : begin
			  if(bit_count < 8)begin
				datarx <= rx;
				bit_count <= bit_count +1;
				state <= receive;
				end
			else if (bit_count == 8)
				par_bit <= rx;
			else if (bit_count == 9)
				st_bit <= rx;
			else begin
				bit_count <= 0;
				donerx <= 1'b0;
				state <= idle;
			end
		end
		default : state <= idle;
		endcase
	end
end
endmodule
module uart_top #(parameter clk_freq = 1000000 , parameter baud_rate = 9600)
(
input clk , rst, 
input newd,
input rx,
input [7:0] datatx,
output  donetx,
output  tx,
output [7:0] datarx,
output  donerx,
output  par_bit_tx,
output  par_bit_rx,
output st_bit
);
uarttx #(clk_freq,baud_rate) 
utx
(clk,rst,donetx,datatx,donetx,tx,par_bit_tx,st_bit);
uartrx #(clk_freq,baud_rate) 
rtx
(clk,rst,rx,datarx,donerx,par_bit_rx,st_bit);
endmodule
module uarttx #(parameter clk_freq = 1000000 , parameter baud_rate = 9600)
(
input clk , rst, 
input newd,
input [7:0] datatx,
output  reg donetx,
output reg tx,
output reg par_bit,
output reg st_bit
);
localparam clkcount = clk_freq/baud_rate ;
parameter idle = 2'b00;
parameter transfer = 2'b01;
reg [9:0] din;  
reg uclk;  
reg [1:0] state = idle;
integer count = 0;
integer bit_count = 0;
always@(posedge clk) begin
if(count<clkcount/2)
		count <= count +1;
	else begin
		count <= 0;
		uclk = ~ uclk;
	end
end
always@(posedge uclk)begin
	if(rst)
		state <=  idle;
	else begin
		case(state)
		idle : begin
			tx<=1'b1;
			donetx<=1'b0;
			bit_count <= 0;
			if(newd) begin
			state <= transfer;
			par_bit <= ~(^datatx);  
			st_bit <= 1;
			din<= {datatx,par_bit,st_bit};  
			tx<= 1'b0;
			 end
			else 
			state <= idle;
			end
		transfer : begin
			if(bit_count <= 10) begin
			tx <= din [bit_count] ;
			bit_count <= bit_count + 1;
			state <= transfer;
			 end
			else begin
			bit_count <= 0;
			tx <= 1'b1;
			donetx <= 1'b1;
			state<= idle;
			 end
			end
		default : state <= idle;
		endcase
	end
end
endmodule
### flow/run.sh
#!/bin/bash
# OpenROAD 26Q1-2900-gdf79404cd8, Yosys 0.63+post, stock flow scripts
make -C /OpenROAD-flow-scripts/flow DESIGN_CONFIG=/design/flow/config.mk WORK_HOME=/design/flow/orfs finish
==> ci_impl_report.md <==
## Synthesis and layout report

| Metric | Value |
|---|---|
| Fin util | `55.7%` |
| Post-synth area from yosys stat | `about 0.0076 mm²` |
| TritonCTS clock tree | `yes` |
| CTS Buf Count | `9` |
| WL per Instance | `15.3 µm` |
| Flop pwr share | `43.5%` |
| Critical path data arrival time | `2580 ps` |
| Number of I/O pins | `26` |
| Endpoints left unconstrained | `163` |
| Die Wd | `125 µm` |
| Synth area leader | `edfxtp_1` |
| Synth-to-Final Area Change | `7.57%` |
| Via count | `roughly 5900` |
| Clk buf depth | `2` |
| Min cycle time layout | `approximately 2300 ps` |
| Routability cong. | `0.846` |
| Port bufs | `15` |
| Worst reg-to-reg setup slack | `1690 ps` |
| Combinational group share of total power | `2.7%` |
| Top cells, area | `edfxtp_1 (32%), dfxtp_1 (17%), xnor2_1 (5.3%)` |
| Setup Buffers After CTS | `0` |
| Pre-Repair DR Iteration Count | `14` |
| DRC viols | `0` |
| Proportion of power drawn by the clock network | `53.8%` |
| Synth flops | `146` |
| Slew headroom | `43.1%` |
| Worst-Margin Slew | `roughly 850 ps` |
| Pint | `about 1.3 mW` |
| Syn Inst Count | `approximately 790` |
| Setup TNS | `0 ps` |
| Flip-flops with a built-in enable | `80` |
| Vias in the first global route | `5375` |
| Pin count of the biggest net entering global routing | `47` |
| Startpoint Class | `flop` |
| Fin cells | `968` |
| Vias per cell | `between 6 and 7` |
| Die span in y | `125 µm` |
| Max-slew violations | `0` |
| FP Rows | `44` |
| PwrDens | `189 mW/mm²` |
| Worst-path clk slew | `50 ps` |
| Synth Flop Type | `edfxtp_1` |
| Setup Skew | `7.55 ps` |
| Post-DP HPWL | `9840 µm` |
| Area share of the largest cell type after synthesis | `31.5%` |
| Final number of setup-violating endpoints | `0` |
| Antenna-violating nets left | `0` |
| Worst Setup End Kind | `flop` |
| Register pins left without a clock | `80` |
| Layout cell share with drive strength beyond 1 | `around 4.6%` |
| N_diodes | `0` |
| Clock Tree Root | `clkbuf_16` |
| First-pass GRT wire length | `between 20000 and 30000 µm` |
| Initial antenna violation count | `0` |
| Starting Density | `51.8%` |
| Placed cell count | `952` |
| Total Wirelength | `14800 µm` |
| 1st-iter DRT viols | `approximately 370` |
| Worst Hold Class | `reg2reg` |
| H-Tree Depth | `3` |
| P_leak | `2.66 nW` |
| Critical path class | `reg2reg` |
| Die area | `0.0157 mm²` |
| Final hold violation count | `0` |
| Net Switching | `0.296 mW` |
| Resized Gates After CTS | `0` |
| Clk ins delay skew pair | `between 300 and 400 ps` |
| Cts hold-fix bufs | `0` |
| Final period util | `57.8%` |
| Max Freq | `0.433 GHz` |
| Switching part of the total | `19.1%` |
| Synth async-reset ratio | `0%` |
| Synth unique cells | `roughly 52` |
| Max Cap Viol | `0` |
| Synthesis Warnings | `4` |
| Worst Path Required | `4260 ps` |
| Tot GR Track Use | `20.2%` |
| Setup repair after global routing missed its margin | `no` |
| Peak VDD IR | `219 µV` |
| Overflow after GRT | `0` |
| OpenROAD warning count | `29` |
| Synthesized area per cell | `9.68 µm²` |
| Post-Syn Area | `0.00761 mm²` |
| Core area | `0.0147 mm²` |
| Status | `completed` |
| Sequential area share after synthesis | `48.9%` |
| FILL cells | `roughly 1200` |
| Cells in synth_stat.txt | `787` |
| Critical Path Fanout Max | `15` |
## power groups by stage
| stage | clock network (mW) | logic (mW) | registers (mW) |
|---|---|---|---|
| finish | 0.832 | 0.0422 | 0.673 |
| CTS | 0.852 | 0.0430 | 0.673 |
| global route | 0.886 | 0.0469 | 0.673 |
## final cells by class
class / instances / area (µm²) / share of cell area, %
Clock buffer: 11 / 243 / 2.96
Timing Repair Buffer: 24 / 218 / 2.66
Inverter: 28 / 105 / 1.28
Multi-Input combinational cell: 570 / 3590 / 43.9
Sequential cell: 146 / 3720 / 45.5
Tap cell: 184 / 230 / 2.81
Clock inverter: 5 / 77.6 / 0.947
## sequential cells by signal, summed over array words and instances (netlist names)
register and cells:
rtx.state 1, utx.state 1, utx.din 9, utx.uclk 1, rtx.datarx 1, utx.par_bit 1, utx.count 32, rtx.par_bit 1
utx.bit_count 32, rtx.uclk 1, rtx.bit_count 32, utx.donetx 1, rtx.count 32, utx.tx 1
## cells in the mapped netlist (all sizes together) (2+ instances only)
library cell and number:
edfxtp 80, dfxtp 66, nor2 53, or4 52, a21oi 51, xnor2 46, nand2 39, nand3 39
o31ai 39, nor3 33, nand4 32, clkbuf 31, nor4 28, o21ai 28, or3 28, inv 27
buf 19, a211oi 18, and4 16, xor2 12, and2 7, ha 7, and3 5, nor2b 4
o211ai 3, a41oi 2, conb 2, o41a 2, or2 2
## path summary, 6_finish.rpt
kind                              startpoint             to  cells past startpoint
worst max-delay path            utx.count[0]  utx.count[28]                      5
worst min-delay path            utx.count[0]   utx.count[0]                      1
worst max register to register  utx.count[0]  utx.count[28]                      5
worst min register to register  utx.count[0]   utx.count[0]                      1
## critical path, stage by stage, from the launching register on
cell and delay, ps:
dfxtp_1 350, ha_1 220, nand4_1 190, or4_1 790, or4_1 540, a21oi_1 140
## per-stage QoR
stage / hold WS (ps) / cell area [µm²] / setup slack (ps) / power [mW]
after detailed placement: 451 / 7870 / 1690 / 0.730
after global routing: 479 / 8190 / 1550 / 1.61
final: 458 / 8190 / 1690 / 1.55
after floorplan: 426 / 7640 / 2010 / 0.717
after CTS: 463 / 8190 / 1670 / 1.57
after global placement: 438 / 7870 / 1710 / 0.730
## cell usage in the layout, fill, tap and decap left out, drive strengths merged, types with 15 or more instances in the layout
cell,count
and4,16
o21ai,28
o31ai,39
edfxtp,80
or4,52
clkdlybuf4s50,15
nor3,33
nor2,53
or3,28
xnor2,46
a21oi,51
dfxtp,66
nor4,28
a211oi,18
nand3,39
inv,27
nand4,32
nand2,39
## logic make-up after synthesis
| family | Yosys count | share of synthesized area, % |
|---|---|---|
| other | 2 | 0.0986 |
| flip-flops | 146 | 48.9 |
| adder cells (fa/ha/maj) | 7 | 1.15 |
| AND-OR/OR-AND | 151 | 12.4 |
| multiplexers | 2 | 0.427 |
| AND/OR/NAND/NOR | 343 | 25.8 |
| buffers and inverters | 78 | 4.49 |
| XOR/XNOR | 58 | 6.67 |
## routing by layer
metal,GRT usage [%],wire length (µm),vias to the layer above
li1,-,-,3003
met1,32.8,7380,2766
met2,31.4,6660,110
met3,3.79,609,8
met4,1.65,119,0
met5,0,0,-
Power and IR drop assume default switching activity.
